`/design/flow/run.sh`:
```
#!/bin/bash
# OpenROAD 26Q1-2900-gdf79404cd8, Yosys 0.63+post, stock flow scripts
make -C /OpenROAD-flow-scripts/flow DESIGN_CONFIG=/design/flow/config.mk WORK_HOME=/design/flow/orfs finish
```
`/design/flow/config.mk`:
```
export PLATFORM = sky130hd
export DESIGN_NAME = vga_timer
export DESIGN_NICKNAME = vga_timer
export VERILOG_FILES = /design/flow/design.v
export SDC_FILE = /design/flow/constraint.sdc
export NUM_CORES = 4
export LEC_CHECK = 1
export CORE_AREA = 10 10 84 84
export DIE_AREA = 0 0 94 94
```
`/design/flow/constraint.sdc`:
```
current_design vga_timer

set clk_period 2.3
set clk_io_pct 0.2

create_clock -name clk0 -period $clk_period [get_ports {clk_i}]

set non_clock_inputs [all_inputs -no_clocks]
set_input_delay [expr $clk_period * $clk_io_pct] -clock clk0 $non_clock_inputs
set_output_delay [expr $clk_period * $clk_io_pct] -clock clk0 [all_outputs]
```
`/design/flow/design.v`:
```
package dinorun_pkg;
localparam int ScreenWidth = 640;
localparam int ScreenHeight = 480;
localparam int Ground = 400;
localparam int ObstacleInitialX = 640;
typedef enum logic [1:0] {
    TITLE,
    PLAYING,
    HIT,
    GAMEOVER
} state_t;
endpackage
module vga_timer (
    input logic clk_i,
    input logic rst_ni,
    output logic hsync_o,
    output logic vsync_o,
    output logic visible_o,
    output logic [9:0] position_x_o,
    output logic [9:0] position_y_o
);
logic [9:0] hcount_d, hcount_q;  
logic [9:0] vcount_d, vcount_q;  
always_ff @(posedge clk_i) begin
    if (!rst_ni) begin
        hcount_q <= 0;
        vcount_q <= 0;
    end else begin
        hcount_q <= hcount_d;
        vcount_q <= vcount_d;
    end
end
assign hcount_d = (hcount_q == 799) ? 0:hcount_q+1;
assign vcount_d = (hcount_q == 799 && vcount_q < 524) ? vcount_q+1:
                  (vcount_q == 524 && hcount_q == 799) ? 0:
                   vcount_q;
assign hsync_o = ~((hcount_q >= 656) && (hcount_q < 752));
assign vsync_o = ~((vcount_q >= 490) && (vcount_q < 492));
assign visible_o = (hcount_q < 640) && (vcount_q < 480);
assign position_x_o = hcount_q[9:0];  
assign position_y_o = vcount_q[9:0];  
endmodule
```
==> results_tabular.tex <==
% Synthesis and place-and-route results
\begin{tabular}{lr}
\hline
Metric & Value \\
\hline
\multicolumn{2}{l}{\textbf{Clock network}} \\
\quad Number of setup buffers added after CTS & 0 \\
\quad Hold\_buf cts & 0 \\
\quad Clock transition at the register clock pins on the worst setup and hold paths after CTS & 70 ps \\
\quad Late-Pin Clk Latency & 260 ps \\
\quad Maximum level of the CTS H-tree & 1 \\
\quad TritonCTS buffer count & 3 \\
\quad Clk sinks & 20 \\
\quad Post-CTS Resized & 0 \\
\quad CTS tree & yes \\
\quad Root Buffer Master & sky130\_fd\_sc\_hd\_\_clkbuf\_8 \\
\quad Buffer levels on the longest clock path & 2 \\
\multicolumn{2}{l}{\textbf{Critical path}} \\
\quad Worst path required time & 1840 ps \\
\quad Category of the worst setup path capture point & output pin \\
\quad Kind of cell with the highest combined delay on the critical path & flip-flops \\
\quad Crit path kind & reg -> out \\
\quad CP Data Arrival Time & 1570 ps \\
\quad Delay of the slowest critical-path stage & 510 ps \\
\quad Cells along the critical path & nor3\_1 -> nor4b\_1 -> nand2\_1 -> clkdlybuf4s50\_1 \\
\quad Worst path slowest cell & sky130\_fd\_sc\_hd\_\_dfxtp\_1 \\
\quad Startpoint types & flip-flop \\
\quad Maximum fanout along the worst path & 7 \\
\quad Total buffers and inverters traversed by the critical path & 1 \\
\multicolumn{2}{l}{\textbf{Outcome}} \\
\quad Outcome & completed \\
\multicolumn{2}{l}{\textbf{Logic synthesis}} \\
\quad Number of enable flip-flop cells & 0 \\
\quad Top-area cell type share of the netlist area & 36.99\% \\
\quad Top flip-flop cell by instance count after synthesis & sky130\_fd\_sc\_hd\_\_dfxtp\_1 \\
\quad Tally of unique sky130hd cells used after synthesis & 34 \\
\quad Yosys stat cell total & 124 \\
\quad Warning count from the yosys run & 1 \\
\quad Sequential fraction of the synthesis area & 36.99\% \\
\quad Post-synthesis chip area from yosys & 1082 um\^{}2 \\
\quad Gate count after technology mapping & 124 \\
\quad Share of synthesized registers carrying an async set or reset & 0\% \\
\quad Synthesized area per cell & 8.728 um\^{}2 \\
\quad Synth Cell Area & 1082 um\^{}2 \\
\quad Main area contributors & sky130\_fd\_sc\_hd\_\_dfxtp\_1 37\%, sky130\_fd\_sc\_hd\_\_xnor2\_1 6.5\%, sky130\_fd\_sc\_hd\_\_ha\_1 4.6\% \\
\quad Cell type with the largest total area after synthesis & sky130\_fd\_sc\_hd\_\_dfxtp\_1 \\
\quad Synth flops & 20 \\
\multicolumn{2}{l}{\textbf{Pwr}} \\
\quad Clock Power Share & 47.5\% \\
\quad Overall power & 0.7324 mW \\
\quad Net Sw Frac & 18.48\% \\
\quad Max rail drop VDD & 546.0 uV \\
\quad Sequential fraction of design power & 48.8\% \\
\quad Ratio of total power to cell area & 496.9 nW/um\^{}2 \\
\quad Total net switching power & 0.1353 mW \\
\quad Logic gate share of total power & 3.7\% \\
\quad Internal cell power & 0.5971 mW \\
\quad Standby leakage power & 0.4916 nW \\
\multicolumn{2}{l}{\textbf{Cells and area}} \\
\quad Layout cell share with drive strength beyond 1 & 6.000\% \\
\quad Post-Layout Inst Area & 1474 um\^{}2 \\
\quad Filler cells & 572 \\
\quad Growth of design area from synthesis to finish & 36.18\% \\
\quad Final non-filler cell total & 220 \\
\quad Most instantiated logic cell after routing & sky130\_fd\_sc\_hd\_\_clkdlybuf4s50\_1 \\
\quad Top cells excl fill/tap & 24 x sky130\_fd\_sc\_hd\_\_clkdlybuf4s50\_1, 20 x sky130\_fd\_sc\_hd\_\_dfxtp\_1, 11 x sky130\_fd\_sc\_hd\_\_inv\_1 \\
\multicolumn{2}{l}{\textbf{Timing}} \\
\quad Total count of max-transition violations in the final report & 0 \\
\quad Clock skew & 7.009 ps \\
\quad Setup TNS & 0 ps \\
\quad Tightest Pin Transition & 502.4 ps \\
\quad Setup-violating endpoint count in the final report & 0 \\
\quad Tmin final & 2026 ps \\
\quad Maximum frequency from static timing analysis & 493.5 MHz \\
\quad Headroom to the max-slew limit & 66.40\% \\
\quad Worst Slack Setup Final & 273.7 ps \\
\quad Cycle use final & 88.10\% \\
\quad Final Hold Viols & 0 \\
\quad Unrepaired setup endpoints after global routing & no \\
\multicolumn{2}{l}{\textbf{Routing}} \\
\quad Routed wl met2 & 1.030 mm \\
\quad Antenna-violating nets left & 0 \\
\quad Average wire per standard cell & 12.59 um \\
\quad Met1 layer wirelength in the final routing & 1.415 mm \\
\quad Total Routed Length & 2.770 mm \\
\quad Routed via count divided by cell count & 4.391 \\
\quad Antenna cells & 0 \\
\quad Count of routing violations after the opening detailed-route iteration & 55 \\
\quad Wire length on met3 & 309 um \\
\quad Highest Signal Layer & met4 \\
\quad Vias after detailed routing & 966 \\
\quad Total DRC errors in the routed layout & 0 \\
\quad Router iterations before antenna repair & 5 \\
\multicolumn{2}{l}{\textbf{Floorplanning}} \\
\quad Horizontal die dimension & 94 um \\
\quad Core Util at FP & 20.79\% \\
\quad Die outline area & 8836 um\^{}2 \\
\quad Core region area & 5205 um\^{}2 \\
\quad \# rows & 26 \\
\quad Die span in y & 94 um \\
\quad I/O pin cnt & 25 \\
\multicolumn{2}{l}{\textbf{Placed design}} \\
\quad I/O Buffers & 24 \\
\quad Weighted congestion reported at the end of routability-driven placement & 0.8081 \\
\quad Worst setup slack after placement & 457.8 ps \\
\quad Detailed placement HPWL & 2.078 mm \\
\quad Placed Area & 1403 um\^{}2 \\
\quad Number of cells in the design after placement & 216 \\
\multicolumn{2}{l}{\textbf{Global routing}} \\
\quad Grt total ovfl & 0 \\
\quad Vias in the first global route & 889 \\
\quad Overall Global Routing Usage & 6.144\% \\
\quad Global-route wire length before repair & 4.450 mm \\
\quad Pin count of the biggest net entering global routing & 15 \\
\quad Number of antenna violations at the first check in global routing & 0 \\
\multicolumn{2}{l}{\textbf{Flow run}} \\
\quad Tool warnings & 28 \\
\quad \# Max-Cap Violations & 0 \\
\multicolumn{2}{l}{\textbf{Worst hold path}} \\
\quad Worst hold path type & reg -> reg \\
\hline
\end{tabular}
registers in the layout, indices dropped and copies added, names as in the netlist:
register,cells
vcount_q,10
hcount_q,10
logic make-up (layout without fill, tap and decap cells):
logic type	count (synthesis)	in the layout	synth area share (%)
xor gates and xnor gates	12	12	9.711
adders and majority gates	4	4	4.624
buffers and inverters	13	39	4.509
and+or+nand+nor	50	50	27.40
DFF	20	20	36.99
AOI/OAI and AO/OA	25	25	16.76
cells in the mapped netlist (2+ instances only):
| master | number |
|---|---|
| sky130_fd_sc_hd__ha_1 | 4 |
| sky130_fd_sc_hd__o2bb2ai_1 | 3 |
| sky130_fd_sc_hd__o21ai_2 | 2 |
| sky130_fd_sc_hd__and2_1 | 3 |
| sky130_fd_sc_hd__xor2_1 | 4 |
| sky130_fd_sc_hd__nor2_1 | 10 |
| sky130_fd_sc_hd__nand3_1 | 9 |
| sky130_fd_sc_hd__clkbuf_1 | 2 |
| sky130_fd_sc_hd__inv_1 | 11 |
| sky130_fd_sc_hd__and3_1 | 3 |
| sky130_fd_sc_hd__o21a_1 | 2 |
| sky130_fd_sc_hd__dfxtp_1 | 20 |
| sky130_fd_sc_hd__o21ai_1 | 6 |
| sky130_fd_sc_hd__o2111ai_1 | 4 |
| sky130_fd_sc_hd__xnor2_1 | 8 |
| sky130_fd_sc_hd__and4_1 | 4 |
| sky130_fd_sc_hd__nand4_1 | 2 |
| sky130_fd_sc_hd__nand2_1 | 6 |
| sky130_fd_sc_hd__a21boi_1 | 2 |
| sky130_fd_sc_hd__nor3_1 | 5 |
routing by layer:
layer | vias up | GRT usage [%]
met3 | 2 | 3.150
met4 | 0 | 0.3797
met2 | 33 | 8.237
met1 | 429 | 8.917
li1 | 502 | -
met5 | - | 0
worst paths after layout:
check / startpoint / endpoint / slack (ps) / cells past startpoint
setup / recovery: hcount_q[5] / hsync_o / 270 / 4
hold / removal: hcount_q[0] / hcount_q[0] / 500 / 1
setup reg to reg: hcount_q[1] / vcount_q[8] / 460 / 5
hold reg to reg: hcount_q[0] / hcount_q[0] / 500 / 1
final cells by class:
cell class | count | area (um^2) | share of cell area [%]
Inverter | 11 | 41.29 | 2.801
Sequential cell | 20 | 400.4 | 27.16
Tap cell | 70 | 87.58 | 5.942
Clock buffer | 3 | 41.29 | 2.801
Multi-Input combinational cell | 91 | 633.1 | 42.95
Timing Repair Buffer | 24 | 240.2 | 16.30
Clock inverter | 1 | 30.03 | 2.037
through the flow:
stage	hold WS, ps	utilization, %
2_1_floorplan	441.8	-
3_3_place_gp	473.6	26.95
3_5_place_dp	487.0	26.95
4_1_cts	507.2	28.32
5_1_grt	524.5	28.32
6_report	501.1	28.32
worst reg2reg max path, cell delays in order (launching register included):
cell and delay, ps:
sky130_fd_sc_hd__dfxtp_1 420, sky130_fd_sc_hd__ha_1 250, sky130_fd_sc_hd__nand3_2 130, sky130_fd_sc_hd__or4_4 550
sky130_fd_sc_hd__o21a_1 250, sky130_fd_sc_hd__o2bb2ai_1 130
power groups by stage:
stage	sequential [mW]	clock, mW	combinational [mW]
final	0.358	0.348	0.0268
after global routing	0.359	0.371	0.0293
after CTS	0.358	0.360	0.0273
Power and IR drop assume default switching activity.
