==> flow/design.v <==
package dinorun_pkg;
localparam int ScreenWidth = 640;
localparam int ScreenHeight = 480;
localparam int Ground = 400;
localparam int ObstacleInitialX = 640;
typedef enum logic [1:0] {
    TITLE,
    PLAYING,
    HIT,
    GAMEOVER
} state_t;
endpackage
module score_counter (
    input  logic       clk_i,
    input  logic       rst_ni,
    input  logic       en_i,
    output logic [3:0] digit0_o,
    output logic [3:0] digit1_o,
    output logic [3:0] digit2_o,
    output logic [3:0] digit3_o
);
logic [3:0] digit0_d, digit0_q;
logic [3:0] digit1_d, digit1_q;
logic [3:0] digit2_d, digit2_q;
logic [3:0] digit3_d, digit3_q;
assign digit0_o = digit0_q;
assign digit1_o = digit1_q;
assign digit2_o = digit2_q;
assign digit3_o = digit3_q;
always_comb begin
    digit0_d = digit0_q + 1;
    digit1_d = digit1_q;
    digit2_d = digit2_q;
    digit3_d = digit3_q;
    if (digit0_d == 10) begin
        digit0_d = 0;
        digit1_d = digit1_q + 1;
    end
    if (digit1_d == 10) begin
        digit1_d = 0;
        digit2_d = digit2_q + 1;
    end
    if (digit2_d == 10) begin
        digit2_d = 0;
        digit3_d = digit3_q + 1;
    end
end
always_ff @(posedge clk_i) begin
    if (!rst_ni) begin
        digit0_q <= 0;
        digit1_q <= 0;
        digit2_q <= 0;
        digit3_q <= 0;
    end else if (en_i) begin
        digit0_q <= digit0_d;
        digit1_q <= digit1_d;
        digit2_q <= digit2_d;
        digit3_q <= digit3_d;
    end
end
endmodule
==> flow/run.sh <==
#!/bin/bash
# OpenROAD 26Q1-2900-gdf79404cd8, Yosys 0.63+post, stock flow scripts
make -C /OpenROAD-flow-scripts/flow DESIGN_CONFIG=/design/flow/config.mk WORK_HOME=/design/flow/orfs finish
==> flow/config.mk <==
export PLATFORM = sky130hd
export DESIGN_NAME = score_counter
export DESIGN_NICKNAME = score_counter
export VERILOG_FILES = /design/flow/design.v
export SDC_FILE = /design/flow/constraint.sdc
export NUM_CORES = 4
export LEC_CHECK = 1
export CORE_AREA = 10 10 76 76
export DIE_AREA = 0 0 86 86
==> flow/constraint.sdc <==
current_design score_counter

set clk_period 6.7
set clk_io_pct 0.2

create_clock -name clk0 -period $clk_period [get_ports {clk_i}]

set non_clock_inputs [all_inputs -no_clocks]
set_input_delay [expr $clk_period * $clk_io_pct] -clock clk0 $non_clock_inputs
set_output_delay [expr $clk_period * $clk_io_pct] -clock clk0 [all_outputs]
==> impl_metrics.env <==
# physical design summary
export IMPL_period_needed_ns=3.08
export IMPL_postCtsSetupBuffers=0
export IMPL_synth_cell_area_mm2=0.00110
export IMPL_syn_avg_cell_area_um2=8.40
export IMPL_post_synth_top_area_cell="dfxtp_1"
export IMPL_critPathBufInv=1
export IMPL_syn_inst=131
export IMPL_grt_overflow_total=0
export IMPL_hold_ws_ns=0.485
export IMPL_path_cells="clkdlybuf4s50_1, nand2_1, a31o_2, o32a_1, a21oi_1, mux2i_1"
export IMPL_edf_count=0
export IMPL_wl_per_cell_um=13.2
export IMPL_ff_latch_area_um2=320
export IMPL_yosysMostFrequentCell="dfxtp_1"
export IMPL_grt_pass1_wl_um=4550
export IMPL_min_path_type="flop to flop"
export IMPL_slowest_stage="clkdlybuf4s50_1"
export IMPL_cts_sinks=16
export IMPL_finClkSkew_ns=0.00210
export IMPL_tns_ns=0
export IMPL_clkLatencyLatePin_ns=0.25
export IMPL_rr_worst_depth=8
export IMPL_ys_flops=16
export IMPL_yosys_cells=131
export IMPL_chipArea_mm2=0.00740
export IMPL_critPathMaxStageDelay_ns=0.88
export IMPL_p_leak_nw=0.454
export IMPL_dp_hpwl_um=1850
export IMPL_crit_fanout=18
export IMPL_clockRootBuffer="clkbuf_8"
export IMPL_grt_pass1_vias=967
export IMPL_drc=0
export IMPL_grt_usage_pct=7.22
export IMPL_path_clk_slew_ns=0.06
export IMPL_cts_hold_fix_buffers=0
export IMPL_slew_violations=0
export IMPL_cts_tree="done"
export IMPL_drive_above_1_share_pct=6.12
export IMPL_synthTopCellsByCount="16 x dfxtp_1, 14 x nand2_1, 10 x nor2_1"
export IMPL_io_pins=19
export IMPL_vias=1009
export IMPL_num_rows=23
export IMPL_grt_use_met1_pct=9.48
export IMPL_peakVddDrop_uv=77.0
export IMPL_antenna_cells=0
export IMPL_r2r_end="digit3_q[3]"
export IMPL_cts_made_buffers=3
export IMPL_core_region_area_mm2=0.00412
export IMPL_top_usage_layer="met2"
export IMPL_drt_vias_per_instance=5.12
export IMPL_clk_path_buf_depth=2
export IMPL_fp_util_pct=26.7
export IMPL_ant_nets=0
export IMPL_ys_area_mm2=0.00110
export IMPL_cp_top_family="buffers and inverters"
export IMPL_crit_start="en_i"
export IMPL_warning_count=26
export IMPL_area_delta_synth_final_pct=24.3
export IMPL_period_used_pct=46.0
export IMPL_topCellsByArea="dfxtp_1 29%, ha_1 5.7%, nand2_1 4.8%"
export IMPL_rrSetupSlack_ns=4.05
export IMPL_async_flop_share_pct=0
export IMPL_die_w_um=86
export IMPL_powerDensity_mw_per_mm2=145
export IMPL_cp_arrival_ns=3.26
export IMPL_grt_util_met2_pct=11.4
export IMPL_htreeDepth=1
export IMPL_firstDrtPassIters=4
export IMPL_start_kind="input pin"
export IMPL_r2r_start="digit0_q[0]"
export IMPL_status="complete, no violations"
export IMPL_slew_headroom_pct=57.2
export IMPL_crit_path_end_kind="flop"
export IMPL_ctsResizeCount=0
export IMPL_worst_slack_ns=3.62
export IMPL_grt_max_degree=19
export IMPL_finalSetupViolCount=0
export IMPL_hold_violations=0
export IMPL_rsz0062_at_grt="no"
export IMPL_crit_cells=6
export IMPL_post_place_ws_ns=3.40
export IMPL_tightest_slew_ns=0.641
export IMPL_nFillCells=425
export IMPL_critPathCapture="digit3_q[3]"
export IMPL_ff_type="dfxtp_1"
export IMPL_maxCapViolations=0
export IMPL_drt_iter0_markers=108
export IMPL_logic_area_um2=734
export IMPL_synth_seq_share_pct=29.1
export IMPL_synthDistinctLibCells=49
export IMPL_path_class="input pin to flop"
export IMPL_grt_util_met3_pct=2.76
export IMPL_die_h_um=86
export IMPL_port_buffers=18
export IMPL_yosys_warnings=1
export IMPL_maxClockFrequency_mhz=324
export IMPL_antenna_found_initial=0
export IMPL_routabilityCongestion=0.827
export IMPL_top_area_share_pct=29.1
export IMPL_crit_required_ns=6.88
export IMPL_drt_wl_total_um=2600
[where the power goes]
part	internal [mW]	switching [mW]
Clock	0.0521	0.0346
Combinational	0.00616	0.00709
Sequential	0.0962	0.00247
[worst min-delay path, cell delays in order (launching register included)]
cell and delay [ns]:
dfxtp_1 0.32, nand2_1 0.05, mux2i_1 0.06
[how the worst min path moves through the flow]
stage | from | end | slack, ns | depth (start not counted)
finish | digit3_q[3] | digit3_q[3] | 0.48 | 2
global route | digit3_q[3] | digit3_q[3] | 0.50 | 2
CTS | digit3_q[3] | digit3_q[3] | 0.49 | 2
[flip-flops by register name, indices dropped and copies added, names as in the netlist]
signal    count
digit1_q      4
digit3_q      4
digit2_q      4
digit0_q      4
[cells by family after synthesis]
family	synth area share, %
xor+xnor	4.78
mux	6.83
compound gates	21.4
simple gates	28.1
buf+inv	4.10
flops	29.1
fa+ha+maj	5.69
[per-layer routing]
| metal | vias to the layer above | part of all wire (%) |
|---|---|---|
| met5 | - | 0 |
| met3 | 4 | 8.7 |
| met4 | 0 | 1.4 |
| li1 | 510 | - |
| met1 | 468 | 47 |
| met2 | 27 | 43 |
[cells in the final DEF (no fill, tap or decap), types with 4 or more instances in the layout]
| cell type | instances |
|---|---|
| ha_1 | 5 |
| a21oi_1 | 5 |
| dfxtp_1 | 16 |
| clkbuf_8 | 4 |
| xnor2_1 | 5 |
| nor2_1 | 10 |
| and2_1 | 4 |
| mux2i_1 | 5 |
| clkdlybuf4s50_1 | 18 |
| nand2_1 | 14 |
| nand3_1 | 5 |
| nand2b_1 | 6 |
[through the flow]
step / std cells / util [%] / total power [mW] / cell area, um^2
finish: 197 / 33.2 / 0.199 / 1370
global route: 197 / 33.2 / 0.210 / 1370
CTS: 197 / 33.2 / 0.203 / 1370
detailed placement: 193 / 31.9 / 0.114 / 1310
global placement: 193 / 31.9 / 0.114 / 1310
floorplan: 131 / - / 0.109 / 1100
[area by class of cell]
class	instances	share of cell area [%]
timing repair buffer	18	13.2
multi-input combinational	105	53.7
tap	50	4.57
clock buffer	4	4.03
sequential	16	23.4
inverter	4	1.10
Power and IR drop assume default switching activity.
