==> design/flow/constraint.sdc <==
current_design basys3_7seg_driver

set clk_period 2.7
set clk_io_pct 0.2

create_clock -name clk0 -period $clk_period [get_ports {clk_1k_i}]

set non_clock_inputs [all_inputs -no_clocks]
set_input_delay [expr $clk_period * $clk_io_pct] -clock clk0 $non_clock_inputs
set_output_delay [expr $clk_period * $clk_io_pct] -clock clk0 [all_outputs]
==> design/flow/design.v <==
package dinorun_pkg;
localparam int ScreenWidth = 640;
localparam int ScreenHeight = 480;
localparam int Ground = 400;
localparam int ObstacleInitialX = 640;
typedef enum logic [1:0] {
    TITLE,
    PLAYING,
    HIT,
    GAMEOVER
} state_t;
endpackage
module basys3_7seg_driver (
    input              clk_1k_i,
    input              rst_ni,
    input  logic       digit0_en_i,
    input  logic [3:0] digit0_i,
    input  logic       digit1_en_i,
    input  logic [3:0] digit1_i,
    input  logic       digit2_en_i,
    input  logic [3:0] digit2_i,
    input  logic       digit3_en_i,
    input  logic [3:0] digit3_i,
    output logic [3:0] anode_o,
    output logic [6:0] segments_o
);
logic [6:0] seg_n;
logic [1:0] digsel_d, digsel_q;
logic [3:0] current_dig;
always_ff @(posedge clk_1k_i) begin
    if(!rst_ni) begin
        digsel_q <= 0;
    end
    else begin
        digsel_q <= digsel_d;
    end
end
assign digsel_d = digsel_q + 1;
always_comb begin
    anode_o = 4'b1111;
    current_dig = 4'b0000;
    unique case (digsel_q)
        2'b00: begin
            anode_o[0] = ~digit0_en_i;
            current_dig =  digit0_i;
        end
        2'b01: begin
            anode_o[1] = ~digit1_en_i;
            current_dig = digit1_i;
        end
        2'b10: begin
            anode_o[2] = ~digit2_en_i;
            current_dig = digit2_i;
        end
        2'b11: begin
            anode_o[3] = ~digit3_en_i;
            current_dig = digit3_i;
        end
    endcase
end
hex7seg hex_decode (
    .d3(current_dig[3]),
    .d2(current_dig[2]),
    .d1(current_dig[1]),
    .d0(current_dig[0]),
    .A(seg_n[0]),
    .B(seg_n[1]),
    .C(seg_n[2]),
    .D(seg_n[3]),
    .E(seg_n[4]),
    .F(seg_n[5]),
    .G(seg_n[6])
);
assign segments_o = ~seg_n;
endmodule
module hex7seg(
    input  logic d3,d2,d1,d0,
    output logic A,B,C,D,E,F,G
);
assign A = ((~d3&~d2&~d1&~d0)|(~d3&~d2&d1&~d0)|(~d3&~d2&d1&d0)|(~d3&d2&~d1&d0)|(~d3&d2&d1&~d0)|
(~d3&d2&d1&d0)|(d3&~d2&~d1&~d0)|(d3&~d2&~d1&d0)|(d3&~d2&d1&~d0)|(d3&d2&~d1&~d0)|(d3&d2&d1&~d0)|
(d3&d2&d1&d0));
assign B = ((~d3&~d2&~d1&~d0)|(~d3&~d2&~d1&d0)|(~d3&~d2&d1&~d0)|(~d3&~d2&d1&d0)|(~d3&d2&~d1&~d0)|
(~d3&d2&d1&d0)|(d3&~d2&~d1&~d0)|(d3&~d2&~d1&d0)|(d3&~d2&d1&~d0)|(d3&d2&~d1&d0));
assign C = ((~d3&~d2&~d1&~d0)|(~d3&~d2&~d1&d0)|(~d3&~d2&d1&d0)|(~d3&d2&~d1&~d0)|(~d3&d2&~d1&d0)|
(~d3&d2&d1&~d0)|(~d3&d2&d1&d0)|(d3&~d2&~d1&~d0)|(d3&~d2&~d1&d0)|(d3&~d2&d1&~d0)|(d3&~d2&d1&d0)|
(d3&d2&~d1&d0));
assign D = ((~d3&~d2&~d1&~d0)|(~d3&~d2&d1&~d0)|(~d3&~d2&d1&d0)|(~d3&d2&~d1&d0)|(~d3&d2&d1&~d0)|
(d3&~d2&~d1&~d0)|(d3&~d2&~d1&d0)|(d3&~d2&d1&d0)|(d3&d2&~d1&~d0)|(d3&d2&~d1&d0)|(d3&d2&d1&~d0));
assign E = ((~d3&~d2&~d1&~d0)|(~d3&~d2&d1&~d0)|(~d3&d2&d1&~d0)|(d3&~d2&~d1&~d0)|(d3&~d2&d1&~d0)|
(d3&~d2&d1&d0)|(d3&d2&~d1&~d0)|(d3&d2&~d1&d0)|(d3&d2&d1&~d0)|(d3&d2&d1&d0));
assign F = ((~d3&~d2&~d1&~d0)|(~d3&d2&~d1&~d0)|(~d3&d2&~d1&d0)|(~d3&d2&d1&~d0)|(d3&~d2&~d1&~d0)|
(d3&~d2&~d1&d0)|(d3&~d2&d1&~d0)|(d3&~d2&d1&d0)|(d3&d2&~d1&~d0)|(d3&d2&d1&~d0)|(d3&d2&d1&d0));
assign G = ((~d3&~d2&d1&~d0)|(~d3&~d2&d1&d0)|(~d3&d2&~d1&~d0)|(~d3&d2&~d1&d0)|(~d3&d2&d1&~d0)|
(d3&~d2&~d1&~d0)|(d3&~d2&~d1&d0)|(d3&~d2&d1&~d0)|(d3&~d2&d1&d0)|(d3&d2&~d1&d0)|(d3&d2&d1&~d0)|
(d3&d2&d1&d0));
endmodule
==> design/flow/run.sh <==
#!/bin/bash
# OpenROAD 26Q1-2900-gdf79404cd8, Yosys 0.63+post, stock flow scripts
make -C /OpenROAD-flow-scripts/flow DESIGN_CONFIG=/design/flow/config.mk WORK_HOME=/design/flow/orfs finish
==> design/flow/config.mk <==
export PLATFORM = sky130hd
export DESIGN_NAME = basys3_7seg_driver
export DESIGN_NICKNAME = basys3_7seg_driver
export VERILOG_FILES = /design/flow/design.v
export SDC_FILE = /design/flow/constraint.sdc
export NUM_CORES = 4
export LEC_CHECK = 1
export CORE_AREA = 10 10 70 70
export DIE_AREA = 0 0 80 80
==> results_dict.tcl <==
# implementation run metrics
set metrics [dict create \
    status "finished with violations" \
    failed_checks "negative setup slack" \
    min_period_ns 2.71 \
    regMostFlops "digsel_q" \
    clkLatencyLatePin_ns 0.22 \
    yosys-stat-area_sq_um 460 \
    ys_sh_simple_pct 20.4 \
    yosys.area_share.aoi_pct 23.1 \
    grt_pass1_wl_um 3520 \
    ctsHoldBuffers 0 \
    cp_num_buf_inv 4 \
    p_leak_nw 0.540 \
    lay_top_cells "buf_4 (25), clkdlybuf4s50_1 (18), nand2_1 (8)" \
    h-tree-depth 1 \
    critPathTopFamily "buffers and inverters" \
    grt_usage_pct 6.55 \
    largest_area_cell "ha_1" \
    ys_seq_share_pct 8.70 \
    wl_per_cell_um 12.8 \
    fp-utilization_pct 13.5 \
    ir_drop_uv 142 \
    antenna_left 0 \
    critPathRequiredTime_ns 2.16 \
    core.rowCount 21 \
    hold_depth 2 \
    slowest_stage "clkdlybuf4s50_1" \
    port_buffers 32 \
    yosys_cells 59 \
    mostFrequentLayoutCell "buf_4" \
    clock_sinks 2 \
    setup_ws_ns -0.00850 \
    avgSynthCellArea_sq_um 7.80 \
    grt_use_met3_pct 2.73 \
    syn_inst 59 \
    xor_share_pct 3.80 \
    drive_gt1_share_pct 49.2 \
    period_used_pct 100 \
    top_cells_by_area "ha_1 (16%), a222oi_1 (8.7%), dfxtp_1 (8.7%), nand2_1 (8.2%), mux2_2 (7.3%)" \
    yosys-dominant-comb-family "AND-OR/OR-AND gates" \
    synth_cell_type_count 25 \
    cp.depth 8 \
    critical_path_class "input port to output port" \
    path_max_fanout 6 \
    fmax_mhz 369 \
    ys_sh_adder_pct 18.8 \
    ys_ff 2 \
    tightest_slew_ns 0.312 \
    tritoncts "yes" \
    die_w_um 80 \
    startpoint_type "input port" \
    root_buffer "clkbuf_4" \
    top_regs "digsel_q (2)" \
    top_cell_area_share_pct 16.3 \
    clkSlewWorstSetupHoldPaths_ns 0.03 \
    min_path_type "register to register" \
    power_uw 434 \
    dieArea_sq_um 6400 \
    warnings 31 \
    grt_max_degree 9 \
    numCtsBuffers 3 \
    reg2regPathDepth 3 \
    nFillCells 346 \
    max_stage_delay_ns 0.46 \
    largest_reg_flops 2 \
    yosysWarningCount 1 \
    gp_congestion 0.747 \
    dpl.hpwl_um 1500 \
    grtUsageMet2_pct 10.2 \
    synthMuxAreaShare_pct 19.3 \
    dp.cells 152 \
    drt_pre_antenna_iters 4 \
    netlist_area_sq_um 460 \
    finalWirelength_um 2180 \
    area_growth_pct 160 \
    grt_use_met1_pct 8.22 \
    grt-busiest-layer "met2" \
    core_sq_um 3420 \
    drtIter0Drc 56 \
    vias 709 \
    finalHoldViolations 0 \
    cp_data_arrival_time_ns 2.17 \
    io_pins 33 \
    setup_viol 1 \
    end_kind "output port" \
    cts_buffer_depth 2 \
    antenna_found_initial 0 \
    p_per_area_nw_per_um2 362 \
    timing.max_cap.violations 0 \
    viasPerCell 4.17 \
    overflow 0 \
    die_h_um 80 \
    drv_slew 0 \
    path_cells "clkdlybuf4s50_1 > a222oi_1 > buf_4 > mux2_4 > buf_6 > maj3_2 > o22ai_2 > buf_2" \
    num_antenna_cells 0 \
    finClkSkew_ns 0.0000914 \
    slew_headroom_pct 78.8 \
    first_global_vias 747 \
    drcViolationCount 0 \
    final_cells 170 \
    rsz0062_at_grt "yes" \
]
[metrics by stage]
stage	hold slack (ns)	cell area (sq um)	util [%]	TNS, ns	worst slack [ns]
finish	0.533	1200	35.1	-0.00850	-0.00850
global route	0.561	1200	35.1	-0.210	-0.0496
CTS	0.542	1110	32.5	0	0.00278
detailed placement	0.538	953	27.9	-2.47	-0.395
global placement	0.531	953	27.9	-2.39	-0.407
floorplan	0.455	460	-	0	0.479
[kinds of logic (layout without fill, tap and decap cells)]
group,after synthesis,count (layout)
buffers and inverters,7,72
DFF,2,2
muxes,8,8
adders and majority gates,7,7
and+or+nand+nor,20,20
xor gates and xnor gates,2,2
AOI/OAI and AO/OA,13,13
[cell usage after synthesis]
master,instances
nand2_1,10
ha_1,6
inv_1,6
a222oi_1,4
nand4_1,4
mux2_2,3
mux2i_1,3
a21oi_1,2
dfxtp_1,2
nand3_1,2
o211ai_1,2
xnor2_1,2
and2_1,1
buf_2,1
maj3_2,1
mux2_1,1
mux2i_2,1
nor2_1,1
nor2b_1,1
nor3_1,1
o21ai_1,1
o221ai_1,1
o22ai_1,1
o22ai_2,1
o32ai_1,1
[timing repair]
action	in CTS	in global routing
gates cloned	0	0
buffers inserted	15	2
pin swaps	11	9
setup endpoints to repair	7	7
resized	40	20
[worst paths after layout]
| check | slack (ns) | from | end |
|---|---|---|---|
| max | -0.008 | digit3_i[0] | segments_o[5] |
| min | 0.53 | digsel_q[0]$_SDFF_PN0_ | digsel_q[0]$_SDFF_PN0_ |
| max reg2reg | 1.82 | digsel_q[0]$_SDFF_PN0_ | digsel_q[1]$_SDFF_PN0_ |
| min reg2reg | 0.53 | digsel_q[0]$_SDFF_PN0_ | digsel_q[0]$_SDFF_PN0_ |
[per-layer routing]
| layer | vias up | part of all wire (%) | wire (um) |
|---|---|---|---|
| met5 | - | 0 | 0 |
| met4 | 0 | 0 | 0 |
| met3 | 0 | 8.6 | 188 |
| met2 | 22 | 48 | 1040 |
| met1 | 328 | 44 | 951 |
| li1 | 359 | - | - |
[report_power, final]
part,switching (mW),leakage [nW],internal (mW)
sequential,0.00322,0.0172,0.0332
clock,0.0154,0.0138,0.0489
combinational,0.131,0.509,0.203
total,0.150,0.540,0.285
[area by class of cell]
| cell class | instances | area (sq um) | area share, % |
|---|---|---|---|
| timing repair buffer | 63 | 544 | 45.4 |
| multi-input combinational | 50 | 509 | 42.5 |
| tap | 46 | 57.6 | 4.80 |
| sequential | 2 | 42.5 | 3.55 |
| clock buffer | 3 | 22.5 | 1.88 |
| inverter | 6 | 22.5 | 1.88 |
[worst reg2reg max path: cells and delay by family, from the launching register on]
family	cells	cell delay, ns
AND/OR/NAND/NOR	1	0.13
adder cells (fa/ha/maj)	1	0.23
buffers and inverters	1	0.07
flip-flops	1	0.34
Power is estimated from default activity; no workload was simulated.
